## run.sh

```bash
#!/bin/bash
# OpenROAD 26Q1-2900-gdf79404cd8, Yosys 0.63+post, stock flow scripts
make -C /OpenROAD-flow-scripts/flow DESIGN_CONFIG=/design/flow/config.mk WORK_HOME=/design/flow/orfs finish
```

## config.mk

```make
export PLATFORM = sky130hd
export DESIGN_NAME = ALU
export DESIGN_NICKNAME = ALU
export VERILOG_FILES = /design/flow/design.v
export SDC_FILE = /design/flow/constraint.sdc
export NUM_CORES = 4
export LEC_CHECK = 1
export CORE_UTILIZATION = 50
```

## constraint.sdc

```tcl
current_design ALU

set clk_period 11.5
set clk_io_pct 0.2

create_clock -name clk0 -period $clk_period [get_ports {clock}]

set non_clock_inputs [all_inputs -no_clocks]
set_input_delay [expr $clk_period * $clk_io_pct] -clock clk0 $non_clock_inputs
set_output_delay [expr $clk_period * $clk_io_pct] -clock clk0 [all_outputs]
```

## design.v

```verilog
module ALU(
    ALUOut,
    zero,
    ALUControl,
    input1,
    input2,
    clock
);
    output reg[31:0] ALUOut;     
    output reg zero;             
    input[31:0] input1;          
    input[31:0] input2;          
    input[3:0] ALUControl;       
    input clock;
    always @(posedge clock)
        begin
            case (ALUControl)
                4'b0000: ALUOut = input1 & input2;    
                4'b0001: ALUOut = input1 | input2;  
                4'b0010: ALUOut = input1+input2;    
                4'b0110: ALUOut = input1-input2;        
                4'b0111: ALUOut = (input1 & input2);
                4'b1100: ALUOut = ~(input1 | input2);
                default: ALUOut = 32'b0;                                
            endcase
            if (ALUOut == 32'b0)
                begin
                    zero = 1'b1;
                end
            else
                begin
                    zero = 1'b0;
                end
        end
endmodule
```

==> flow_summary.ini <==
; synthesis and place-and-route metrics
[synth]
ys_warn_count = 1
syn_area_per_cell_um2 = 7.23
async_flop_share = 0
simple_gate_area_frac = 0.260
ys_cells = 636
ys_area_um2 = 4600
syn_inst = 636
synthAdderAreaFrac = 0.0969
synth-edff-count = 0
synth.logic.top_family = AND-OR/OR-AND gates
synth_area_um2 = 4600
aoi_share = 0.357
yosysSeqAreaShare = 0.144
ys.flop_type = dfxtp_1
synth.distinct_cells = 66
xor_area_frac = 0.0857
ys_sh_mux = 0.0109
ys_seq_elements = 33

[die]
core-area_um2 = 8810
fp_util = 0.522
rows = 34
io_pins = 102
die_h_um = 97.9
chipArea_um2 = 9580
die_width_um = 97.9

[grt]
grt_max_degree = 32
antenna_found_initial = 0
grt_pass1_wl_um = 24500
global_route.usage.total = 0.326
grt.overflow.total = 0
grt_pass1_vias = 4790

[run]
timing.max_cap.violations = 0
warnings = 28

[power_and_ir_drop]
power_density_nw_per_um2 = 86.8
total_power_uw = 500
ir_drop_uv = 55.2
leakagePower_uw = 0.00239

[place]
io_buffers = 101
dp_cells = 812
hpwl_um = 12000
place_area_um2 = 5640
place_congestion = 1.02

[sta]
slew_headroom = 0.351
slew_viol_final = 0
fmax_mhz = 137
finalSetupViolCount = 0
fin_tns_setup_ns = 0
grt_setup_unrepaired = no
period_minus_slack_ns = 7.31
hold_viol = 0
final.period_utilization = 0.636
worstMarginPinSlew_ns = 0.974

[clock_tree]
clock-root-buffer = clkbuf_8
cts_max_level = 2
clock_sinks = 33
post_cts_buffers = 0
cts_max_path_buffers = 2
ctsHoldBuffers = 0
cts_resized = 0
cts_tree = done
cts_buffers = 5
clkSlewWorstSetupHoldPaths_ns = 0.07

[cells_and_area]
final_area_um2 = 5760
drive_gt1_frac = 0.0365
area_growth_pct = 25.3
final_util = 0.654
comb_area_um2 = 3740
ff_latch_area_um2 = 661
fillCellCount = 748
stdcell_count = 820

[worst_setup_path]
path_cells = clkdlybuf4s50_1 > nor3b_2 > nand2_1 > o21ai_0 > inv_1 > ha_1 > nor2b_1 > o2111ai_2 > nand2_1 > xor2_1 > a221o_1 > or4_1 > or4_1 > nor4_1 > nand3b_1 > nor4_2
slowest_delay_ns = 0.76
worstPathRequired_ns = 11.71
crit_fanout = 24
cpMaxStageDelayCell = clkdlybuf4s50_1
crit_start = ALUControl[0]
cp_data_arrival_time_ns = 7.52
cp-end-kind = flip-flop
critPathLaunchType = input pin
critPathCapture = zero
path_class = in2reg

[drt]
ant_nets = 0
n_antenna_cell = 0
drc = 0
drt-vias-per-instance = 6.44
vias = 5282
drt_iter0_drc = 302
wl_um = 15200
wire_per_inst_um = 18.6
firstDrtPassIters = 22

[min_path]
min_path_type = in2reg
min_from = input1[14]

[run_status]
outcome = complete, no violations
-- power breakdown --
group | total [uW] | switching [uW] | leakage [uW] | internal [uW]
logic | 255 | 139 | 0.00206 | 116
clock network | 116 | 45.2 | 0.0000585 | 70.7
registers | 129 | 2.83 | 0.000272 | 126
-- logic make-up (layout without fill, tap and decap cells) --
family,Yosys count,in the layout
AOI/OAI and AO/OA,242,242
xor gates and xnor gates,45,45
adders and majority gates,35,35
buffers and inverters,54,130
DFF,33,33
muxes,5,5
and+or+nand+nor,222,222
-- stage by stage --
stage	setup slack [ns]	hold slack [ns]
global placement	4.05	2.96
CTS	4.23	2.77
global route	3.76	2.80
detailed placement	3.95	2.95
floorplan	4.36	2.43
finish	4.19	2.77
-- sequential cells by signal, indices dropped and copies added (netlist names) --
name and flops:
ALUOut 32, zero 1
-- worst max-delay path: cells and delay by family --
| family | cells | cell delay (ns) |
|---|---|---|
| and+or+nand+nor | 9 | 2.71 |
| buffers and inverters | 2 | 0.84 |
| AOI/OAI and AO/OA | 3 | 1.21 |
| xor gates and xnor gates | 1 | 0.16 |
| adders and majority gates | 1 | 0.28 |
-- Yosys cell counts (3+ instances only) --
master,count,area share
inv_1,16,0.013
nor3_1,30,0.033
a221oi_1,10,0.019
o41ai_1,5,0.0095
and3_1,4,0.0054
xnor2_1,16,0.030
a32oi_1,3,0.0057
a31oi_1,3,0.0041
nand2_1,54,0.044
mux2i_1,5,0.011
a21o_1,28,0.046
buf_2,6,0.0065
a221o_1,7,0.015
or3_1,21,0.029
o21ai_0,54,0.059
xor2_1,29,0.055
nand3b_1,4,0.0065
ha_1,34,0.093
o31ai_1,15,0.024
a211o_1,4,0.0076
nand4_1,14,0.019
clkbuf_1,32,0.026
nand2b_1,9,0.012
a21oi_1,55,0.060
o211ai_1,12,0.020
and2_1,6,0.0082
or2_2,3,0.0041
o21a_1,11,0.018
nor2_1,30,0.024
o311ai_0,6,0.011
nand3_1,11,0.012
nor2b_1,5,0.0068
or4_1,7,0.011
dfxtp_1,33,0.14
a211oi_1,6,0.0098
nor4_1,7,0.0095
-- placed cells by master (no fill, tap or decap), types with 7 or more instances in the layout --
| cell | Yosys | layout |
|---|---|---|
| a21o_1 | 28 | 28 |
| a21oi_1 | 55 | 55 |
| a221o_1 | 7 | 7 |
| a221oi_1 | 10 | 10 |
| clkdlybuf4s50_1 | 0 | 101 |
| dfxtp_1 | 33 | 33 |
| ha_1 | 34 | 34 |
| inv_1 | 16 | 16 |
| nand2_1 | 54 | 54 |
| nand2b_1 | 9 | 9 |
| nand3_1 | 11 | 11 |
| nand4_1 | 14 | 14 |
| nor2_1 | 30 | 30 |
| nor3_1 | 30 | 30 |
| nor4_1 | 7 | 7 |
| o211ai_1 | 12 | 12 |
| o21a_1 | 11 | 11 |
| o21ai_0 | 54 | 54 |
| o31ai_1 | 15 | 15 |
| or3_1 | 21 | 21 |
| or4_1 | 7 | 7 |
| xnor2_1 | 16 | 16 |
| xor2_1 | 29 | 29 |
-- routing by layer --
layer / part of all wire / GRT usage / routed length [um]
met2: 0.46 / 0.531 / 7070
met1: 0.43 / 0.445 / 6480
met4: 0.036 / 0.124 / 554
met3: 0.073 / 0.0414 / 1120
met5: 0 / 0 / 0
-- layout make-up --
type	instances	area share
Multi-Input combinational cell	549	0.649
Sequential cell	33	0.115
Tap cell	108	0.0235
Timing Repair Buffer	106	0.182
Inverter	16	0.0104
Clock inverter	1	0.00522
Clock buffer	7	0.0150
-- worst min path at each step --
stage / to / slack (ns) / depth (start not counted)
6_report: ALUOut[14] / 2.77 / 3
5_1_grt: ALUOut[10] / 2.80 / 3
4_1_cts: ALUOut[10] / 2.77 / 3
Power is estimated from default activity; no workload was simulated.
