===== config.mk =====
export PLATFORM = sky130hd
export DESIGN_NAME = DataMemory
export DESIGN_NICKNAME = DataMemory
export VERILOG_FILES = /design/flow/design.v
export SDC_FILE = /design/flow/constraint.sdc
export NUM_CORES = 4
export LEC_CHECK = 1
export CORE_UTILIZATION = 30

===== run.sh =====
#!/bin/bash
# OpenROAD 26Q1-2900-gdf79404cd8, Yosys 0.63+post, stock flow scripts
make -C /OpenROAD-flow-scripts/flow DESIGN_CONFIG=/design/flow/config.mk WORK_HOME=/design/flow/orfs finish

===== design.v =====
module DataMemory(
    readData,
    position,
    writeData,
    memWrite,
    memRead,
    clock,
    reset
);
    output reg[31:0] readData;   
    input[31:0] position;         
    input[31:0] writeData;       
    input reset;                 
    input clock;                 
    input memWrite;              
    input memRead;               
    reg[31:0] dataArray[31:0];   
    always @(posedge clock)
        begin
            if (reset)
                begin
                    dataArray[0] <=  32'd0;
                    dataArray[1] <=  32'd1;
                    dataArray[2] <=  32'd2;
                    dataArray[3] <=  32'd3;
                    dataArray[4] <=  32'd4;
                    dataArray[5] <=  32'd5;
                    dataArray[6] <=  32'd6;
                    dataArray[7] <=  32'd7;
                    dataArray[8] <=  32'd8;
                    dataArray[9] <=  32'd9;
                    dataArray[10] <=  32'd10;
                    dataArray[11] <=  32'd11;
                    dataArray[12] <=  32'd12;
                    dataArray[13] <=  32'd13;
                    dataArray[14] <=  32'd14;
                    dataArray[15] <=  32'd15;
                    dataArray[16] <=  32'd16;
                    dataArray[17] <=  32'd17;
                    dataArray[18] <=  32'd18;
                    dataArray[19] <=  32'd19;
                    dataArray[20] <=  32'd20;
                    dataArray[21] <=  32'd21;
                    dataArray[22] <=  32'd22;
                    dataArray[23] <=  32'd23;
                    dataArray[24] <=  32'd24;
                    dataArray[25] <=  32'd25;
                    dataArray[26] <=  32'd26;
                    dataArray[27] <=  32'd27;
                    dataArray[28] <=  32'd28;
                    dataArray[29] <=  32'd29;
                    dataArray[30] <=  32'd30;
                    dataArray[31] <=  32'd31;
                end
            else if (memWrite)
                begin
                    dataArray[position] <=  writeData;
                end
            else if (memRead)
                begin
                    readData <=  dataArray[position];
                end
        end
endmodule

===== constraint.sdc =====
current_design DataMemory

set clk_period 29.1
set clk_io_pct 0.2

create_clock -name clk0 -period $clk_period [get_ports {clock}]

set non_clock_inputs [all_inputs -no_clocks]
set_input_delay [expr $clk_period * $clk_io_pct] -clock clk0 $non_clock_inputs
set_output_delay [expr $clk_period * $clk_io_pct] -clock clk0 [all_outputs]

==> reports/qor_table.md <==
| Quantity | Reported |
|---|---|
| Reg clk slew, reported paths | 0.06 ns |
| Synth cell count leaders | 1,056 x sky130_fd_sc_hd__edfxtp_1, 944 x sky130_fd_sc_hd__and2_1, 512 x sky130_fd_sc_hd__mux2i_1 |
| Gpl congestion | 0.8190 |
| Final cycle utilization of the critical path | 33.70% |
| Most common cell in the synthesized netlist | sky130_fd_sc_hd__edfxtp_1 |
| Crit path max fanout | 54 |
| Fraction of synthesized cell area taken by the top area cell type | 66.96% |
| Endpoint arrival time on the critical path | 10.23 ns |
| Biggest area consumer among synthesized cells | sky130_fd_sc_hd__edfxtp_1 |
| Top area cell types | sky130_fd_sc_hd__edfxtp_1 67%, sky130_fd_sc_hd__and2_1 12%, sky130_fd_sc_hd__mux2i_1 11%, sky130_fd_sc_hd__o22ai_1 3.4%, sky130_fd_sc_hd__clkbuf_1 2.0% |
| Drt wl/cell | 23.31 um |
| Final sum of negative setup slack | 0 ns |
| Via count of the first global-routing pass | 26,890 |
| Violation count after the first detailed-routing iteration | 1,535 |
| Commonest flop | sky130_fd_sc_hd__edfxtp_1 |
| Num CTS Buffers | 109 |
| Worst min path class | reg -> reg |
| Final Power | 3.348 mW |
| Initial DRT Pass Iterations | 5 |
| Slowest stage delay, CP | 0.72 ns |
| CTS tree | built |
| Post-synth EDFFs | 1,056 |
| Cell count listed in synth_stat.txt | 3,375 |
| FILL cells | 14,706 |
| Final Skew | 0.04829 ns |
| Worst r2r path cells | 4 |
| Hold buffers post-CTS | 0 |
| Area of the core | 0.1564 mm2 |
| Count of H-tree levels built during CTS | 3 |
| Clock Path Buffers | 3 |
| Worst setup path class | in -> reg |
| Routed vias | 26,730 |
| Sinks on Clock Net | 1,056 |
| Number of warnings the tools reported | 53 |
| Post-synthesis cell count | 3,375 |
| Area of the die | 0.1594 mm2 |
| Detailed Route WL | 128,900 um |
| Total of endpoints with negative setup slack in the final report | 0 |
| Post-CTS Setup Bufs | 0 |
| Clock latency of the later-clocked register in the worst-skew pair | 0.71 ns |
| Via count normalized by instance count | 4.835 |
| Final max-slew violation count | 0 |
| Post-route setup slack | 19.29 ns |
| PostCTS Resize Cnt | 0 |
| First-pass GRT wire length | 185,800 um |
| Antenna violations before repair | 8 |
| Final HPWL from detailed placement | 72,060 um |
| Register bit total from synthesis | 1,056 |
| Number of rows created at floorplan | 145 |
| Global-route usage over all layers | 17.13% |
| Remaining Overflow, GRT | 0 |
| Fraction of synthesis flops using an asynchronous set or reset pin | 0% |
| Flop-to-flop setup slack | 27.01 ns |
| Share of final-layout standard cells stronger than drive strength 1 | 10.85% |
| P&R area growth vs syn | 14.11% |
| Final period demand of the worst path | 9.807 ns |
| Number of instances on the worst hold path | 4 |
| Synth Cell Area | 0.04736 mm2 |
| Slowest cell on the critical path | sky130_fd_sc_hd__buf_4 |
| Die Y-Extent | 399.3 um |
| Unrepaired setup endpoints after global routing | false |
| Number of maximum-capacitance constraint violations | 0 |
| Sequential element share of the synthesized area | 66.96% |
| Required time of the worst setup path | 29.53 ns |
| Cells traversed along the worst timing path | buf_8 -> buf_4 -> buf_4 -> buf_4 -> buf_4 -> mux2i_1 -> o22ai_1 -> nor4_1 -> nand2_1 |
| Fmax | 0.1020 GHz |
| Count of antenna-violating nets left after detailed routing | 0 |
| Kind of end point of the critical path | register |
| Cell at the root of the clock tree | sky130_fd_sc_hd__clkbuf_16 |
| Setup crit start kind | primary input |
| Most used cell, CP | sky130_fd_sc_hd__buf_4 |
| Pin count of the biggest net entering global routing | 93 |
| Status | complete, no violations |
| Post-Place Worst Slack | 18.55 ns |
| Initial core utilization | 30.28% |
| Ports placed on the boundary | 100 |
| Final hold viol count | 0 |
| Number of warnings issued by yosys | 1 |
| Final design utilization | 34.55% |
| Chip area in the Yosys report | 0.04736 mm2 |
| Pleak | 19.53 nW |
| Syn Area/Cell | 14.03 um2 |
| Die width | 399.3 um |
| Worst slew slack as a fraction of its limit | 28.99% |
| Tightest Pin Transition | 1.055 ns |
| Pwr/cell area | 61.96 mW/mm2 |
| Remaining routing DRC violations | 0 |
| VDD IR max | 0.05086 mV |
| Count of distinct cell types in the synthesized netlist | 30 |
| Number of buffers added on ports | 72 |
-- where the power goes --
group	total (mW)	switching [mW]	internal (mW)
registers	1.77	0.0187	1.75
logic	0.223	0.150	0.0725
clock network	1.35	0.582	0.770
total	3.35	0.751	2.60
-- routing by layer --
metal	up-vias	GRT usage, %	wire, um
met5	-	0.9080	216
met4	6	3.394	2837
met3	174	9.327	16020
met2	1148	26.46	60980
met1	13081	21.83	48810
li1	12321	-	-
-- kinds of logic (layout without fill, tap and decap cells) --
logic type	after synthesis	after routing	synth area share, %
other	0	4	0
buffers and inverters	337	429	2.904
muxes	512	512	10.82
DFF	1056	1056	66.96
AOI/OAI and AO/OA	256	256	3.382
and+or+nand+nor	1214	1214	15.93
-- final timing paths --
check                    start      endpoint
max                position[1]  readData[20]
max reg2reg  dataArray[27][17]  readData[17]
min          dataArray[16][19]  readData[19]
min reg2reg  dataArray[16][19]  readData[19]
-- critical path, delay by kind of cell --
family,cells,cell delay [ns]
compound gates,1,0.16
mux,1,0.28
simple gates,2,0.81
buf+inv,5,3.04
-- registers in the layout (all words and copies together), names as in the netlist --
signal     cells
dataArray   1024
readData      32
-- through the flow --
step,cell area [um2],instances,hold slack (ns)
6_report,54040,5529,0.7184
3_5_place_dp,50590,5326,0.7125
5_1_grt,54030,5525,0.8046
3_3_place_gp,50590,5326,0.7130
2_1_floorplan,47360,3375,0.6515
4_1_cts,54030,5525,0.7262
-- final cells by class --
class | count | area (um2) | area share (%)
Antenna cell | 4 | 10.01 | 0.01852
Clock inverter | 61 | 555.5 | 1.028
Tap cell | 2058 | 2575 | 4.765
Sequential cell | 1056 | 31710 | 58.68
Clock buffer | 138 | 2879 | 5.328
Multi-Input combinational cell | 1982 | 14380 | 26.61
Timing Repair Buffer | 230 | 1924 | 3.561
-- placed cells by master (no fill, tap or decap), types with 2 or more instances in the layout --
master / synthesis / layout
sky130_fd_sc_hd__or3_1: 69 / 69
sky130_fd_sc_hd__nor3_2: 0 / 3
sky130_fd_sc_hd__nor2_2: 5 / 27
sky130_fd_sc_hd__nand4bb_1: 8 / 2
sky130_fd_sc_hd__bufinv_16: 0 / 8
sky130_fd_sc_hd__clkdlybuf4s50_1: 0 / 71
sky130_fd_sc_hd__clkbuf_1: 250 / 27
sky130_fd_sc_hd__or2_2: 32 / 32
sky130_fd_sc_hd__mux2i_1: 512 / 512
sky130_fd_sc_hd__nand2_1: 34 / 34
sky130_fd_sc_hd__nor4_1: 64 / 63
sky130_fd_sc_hd__nand4b_1: 5 / 5
sky130_fd_sc_hd__buf_4: 5 / 157
sky130_fd_sc_hd__diode_2: 0 / 4
sky130_fd_sc_hd__or4b_1: 4 / 4
sky130_fd_sc_hd__o22ai_1: 256 / 256
sky130_fd_sc_hd__edfxtp_1: 1056 / 1056
sky130_fd_sc_hd__clkinv_4: 0 / 2
sky130_fd_sc_hd__nand3b_1: 2 / 2
sky130_fd_sc_hd__inv_16: 0 / 2
sky130_fd_sc_hd__clkinv_1: 0 / 29
sky130_fd_sc_hd__clkbuf_16: 0 / 111
sky130_fd_sc_hd__clkinv_2: 0 / 15
sky130_fd_sc_hd__nand4bb_2: 0 / 6
sky130_fd_sc_hd__nand2b_1: 12 / 12
sky130_fd_sc_hd__and2_1: 944 / 944
Power figures rest on the tool's default switching activity, not on a simulated workload.
