--- /design/flow/config.mk ---
export PLATFORM = sky130hd
export DESIGN_NAME = RegisterMemory
export DESIGN_NICKNAME = RegisterMemory
export VERILOG_FILES = /design/flow/design.v
export SDC_FILE = /design/flow/constraint.sdc
export NUM_CORES = 4
export LEC_CHECK = 1
export CORE_UTILIZATION = 30
--- /design/flow/constraint.sdc ---
current_design RegisterMemory

set clk_period 9.3
set clk_io_pct 0.2

create_clock -name clk0 -period $clk_period [get_ports {clock}]

set non_clock_inputs [all_inputs -no_clocks]
set_input_delay [expr $clk_period * $clk_io_pct] -clock clk0 $non_clock_inputs
set_output_delay [expr $clk_period * $clk_io_pct] -clock clk0 [all_outputs]
--- /design/flow/design.v ---
module RegisterMemory(
    outRS1,
    outRS2,
    rs1,
    rs2,
    rsWrite,
    dataWrite,
    rWrite,
    clock,
    reset
);
    output reg[31:0] outRS1;                 
    output reg[31:0] outRS2;                 
    reg[31:0] registerArray[31:0];
    input[4:0] rs1;                          
    input[4:0] rs2;                          
    input[4:0] rsWrite;                     
    input[31:0] dataWrite;                   
    input rWrite;                            
    input reset;                             
    input clock;                               
    initial
        begin
                    registerArray[0] = 32'd0;
                    registerArray[1] = 32'd1;
                    registerArray[2] = 32'd2;
                    registerArray[3] = 32'd3;
                    registerArray[4] = 32'd4;
                    registerArray[5] = 32'd5;
                    registerArray[6] = 32'd6;
                    registerArray[7] = 32'd7;
                    registerArray[8] = 32'd8;
                    registerArray[9] = 32'd9;
                    registerArray[10] = 32'd10;
                    registerArray[11] = 32'd11;
                    registerArray[12] = 32'd12;
                    registerArray[13] = 32'd13;
                    registerArray[14] = 32'd14;
                    registerArray[15] = 32'd15;
                    registerArray[16] = 32'd16;
                    registerArray[17] = 32'd17;
                    registerArray[18] = 32'd18;
                    registerArray[19] = 32'd19;
                    registerArray[20] = 32'd20;
                    registerArray[21] = 32'd21;
                    registerArray[22] = 32'd22;
                    registerArray[23] = 32'd23;
                    registerArray[24] = 32'd24;
                    registerArray[25] = 32'd25;
                    registerArray[26] = 32'd26;
                    registerArray[27] = 32'd27;
                    registerArray[28] = 32'd28;
                    registerArray[29] = 32'b11111100;  
                    registerArray[30] = 32'd30;
                    registerArray[31] = 32'd31;
        end
    always @(posedge clock)
        begin
            if (reset)
                begin
                    registerArray[0] = 32'd0;
                    registerArray[1] = 32'd1;
                    registerArray[2] = 32'd2;
                    registerArray[3] = 32'd3;
                    registerArray[4] = 32'd4;
                    registerArray[5] = 32'd5;
                    registerArray[6] = 32'd6;
                    registerArray[7] = 32'd7;
                    registerArray[8] = 32'd8;
                    registerArray[9] = 32'd9;
                    registerArray[10] = 32'd10;
                    registerArray[11] = 32'd11;
                    registerArray[12] = 32'd12;
                    registerArray[13] = 32'd13;
                    registerArray[14] = 32'd14;
                    registerArray[15] = 32'd15;
                    registerArray[16] = 32'd16;
                    registerArray[17] = 32'd17;
                    registerArray[18] = 32'd18;
                    registerArray[19] = 32'd19;
                    registerArray[20] = 32'd20;
                    registerArray[21] = 32'd21;
                    registerArray[22] = 32'd22;
                    registerArray[23] = 32'd23;
                    registerArray[24] = 32'd24;
                    registerArray[25] = 32'd25;
                    registerArray[26] = 32'd26;
                    registerArray[27] = 32'd27;
                    registerArray[28] = 32'd28;
                    registerArray[29] = 32'b11111100;  
                    registerArray[30] = 32'd30;
                    registerArray[31] = 32'd31;
                end
               else
                   begin
                        outRS1 <= registerArray[rs1];
                        outRS2 <= registerArray[rs2];
                        if (rWrite == 1'b1 && rsWrite != 1'b0)
                        begin
                            registerArray[rsWrite] <= dataWrite;
                        end
                end
        end
endmodule
--- /design/flow/run.sh ---
#!/bin/bash
# OpenROAD 26Q1-2900-gdf79404cd8, Yosys 0.63+post, stock flow scripts
make -C /OpenROAD-flow-scripts/flow DESIGN_CONFIG=/design/flow/config.mk WORK_HOME=/design/flow/orfs finish
==> results.json <==
{
  "grt_first_pass_wirelength_mm": 475.2,
  "fillers": 16926,
  "cp_data_required_time_ns": 9.87,
  "stdcell_count": 8859,
  "grt_usage": 0.4297,
  "drt-initial-drc-count": 9097,
  "syn_to_final_growth_pct": 17.07,
  "reg2reg_slack_ns": 6.51,
  "cts_resized": 0,
  "crit_chain": "clkdlybuf4s50_1 > buf_4 > nand3_1 > nor2_4 > buf_4 > a22oi_1 > nand4_1 > nor3_1 > a31oi_1",
  "clock-skew-final_ns": 0.04053,
  "async_flop_share": 0,
  "ys_chip_area_um2": 49880,
  "critPathLaunchType": "input port",
  "area_leaders": "dfxtp_1 41%, nand2_1 17%, a22oi_1 12%",
  "synth.distinct_cells": 65,
  "seq_area_um2": 22420,
  "p_int_mw": 8.085,
  "end_kind": "flip-flop",
  "drt-total-wl_mm": 359.7,
  "synth_seq_share": 0.4495,
  "crit_type": "in2reg",
  "syn_area_per_cell_um2": 7.493,
  "comb_area_um2": 25570,
  "ant_nets": 0,
  "power_mw": 10.97,
  "finalCritPeriodShare": 0.5601,
  "ys_cells": 6657,
  "powerDensity_nw_per_um2": 187.9,
  "drc_errors": 0,
  "fp_util": 0.3023,
  "grt_pass1_vias": 53859,
  "cpPeakStageDelay_ns": 1.04,
  "top_area_frac": 0.4110,
  "synth_top_flop_cell": "dfxtp_1",
  "cts_sinks": 1088,
  "relSlewSlack": 0.1425,
  "synth_flops": 1088,
  "via_per_inst": 6.648,
  "max_freq_ghz": 0.1920,
  "worst-path-buf-inv": 3,
  "critPathSlowestCell": "nor2_4",
  "min-delay-path-class": "reg2reg",
  "hold_buffers": 0,
  "edf_count": 64,
  "rsz0062_at_grt": "false",
  "post_cts_buffers": 0,
  "lay_top_count": "nand2_1",
  "wl_per_cell_um": 40.60,
  "place_inst": 8582,
  "max_slew.worst_pin.slew_ns": 1.275,
  "die_width_um": 409.8,
  "switching_power_mw": 2.886,
  "layout-drive-gt1-share": 0.09423,
  "top_area_cell": "dfxtp_1",
  "lay_top_cells": "2249 x nand2_1, 1024 x dfxtp_1, 988 x a21oi_1",
  "clockPowerShare": 0.495,
  "ir_drop_mv": 0.2079,
  "cts_buffer_depth": 3,
  "cts_root_buffer": "clkbuf_16",
  "first_pass_iters": 28,
  "combPwrFrac": 0.066,
  "clkTransAtPathRegs_ns": 0.06,
  "crit_family": "simple AND/OR/NAND/NOR gates",
  "postSynthCellCount": 6657,
  "yosysWarnings": 2,
  "cp_max_fo": 27,
  "maxSlewViolCount": 0,
  "syn_area_um2": 49880,
  "post-route-min-period_ns": 5.209,
  "vias": 58891,
  "cap_violations": 0,
  "cts_tree": "yes",
  "core_um2": 165000,
  "grt-ovfl-total": 0,
  "p_leak_nw": 19.54,
  "gp_congestion": 1.060,
  "setup_violations": 0,
  "antenna_found_initial": 30,
  "setup-tns-final_ns": 0,
  "clock_latency_ns": 0.82,
  "tool_warnings": 31,
  "switching_share": 0.2631,
  "cts_buffers": 131,
  "die_y_um": 409.8,
  "htreeDepth": 4,
  "grt_max_degree": 132,
  "cp_common_cell": "buf_4",
  "hold_viol_final": 0,
  "dp_hpwl_mm": 213.4,
  "port_buffers": 113,
  "ios": 114,
  "cp.arrival_ns": 5.78,
  "row_count": 149,
  "outcome": "complete, no violations",
  "die_area_um2": 167900,
  "p_seq_frac": 0.439
}
path summary, 6_finish.rpt:
path                               from               endpoint  cells after the start
setup / recovery                 rs1[3]             outRS1[18]                      9
hold / removal    registerArray[29][14]  registerArray[29][14]                      2
setup reg to reg   registerArray[21][0]              outRS2[0]                      6
hold reg to reg   registerArray[29][14]  registerArray[29][14]                      2
per-stage QoR:
stage / setup WS (ns) / util / hold slack (ns) / cell area [um2]
after global routing: 4.186 / 0.3534 / 0.4783 / 58300
after detailed placement: 3.613 / 0.3263 / 0.4627 / 53840
after global placement: 3.644 / 0.3263 / 0.4553 / 53840
final: 4.091 / 0.3539 / 0.4706 / 58400
after CTS: 4.427 / 0.3534 / 0.4708 / 58300
after floorplan: 4.837 / - / 0.4437 / 49880
sequential cells by signal, indices dropped and copies added, names as in the netlist:
name / cells
outRS2: 32
registerArray: 1024
outRS1: 32
tightest hold or removal path: stages (launching register included):
cell     delay (ns)
dfxtp_1        0.32
nand2_1        0.05
a21oi_1        0.05
synth_stat cells, types with 4 or more instances:
master / n
buf_2: 121
o31ai_1: 4
nand2_1: 2263
mux2_2: 17
nor2b_1: 47
nand3_1: 146
and2_1: 9
a21oi_1: 988
a222oi_1: 23
nor2_1: 163
nand4_1: 99
and4_1: 4
nor2_2: 11
o21ai_0: 24
a32oi_1: 9
nor4_1: 37
buf_1: 20
a221oi_1: 17
and3_1: 9
or3b_2: 4
buf_4: 9
or3_1: 7
a31oi_1: 14
edfxtp_1: 64
nor3_1: 65
or4_1: 4
clkbuf_1: 489
a211oi_1: 9
a221o_1: 5
a2111oi_0: 9
mux2i_1: 26
nand3b_1: 14
nand2b_1: 11
dfxtp_1: 1024
a22oi_1: 810
a22o_1: 26
o32a_1: 10
metal layers:
metal	vias to the layer above	share of wire	GRT usage
met5	-	0.0025	0.02644
met4	52	0.080	0.2638
met3	1778	0.17	0.2606
met2	5793	0.39	0.5597
met1	28152	0.36	0.5334
li1	23116	-	-
kinds of logic (layout without fill, tap and decap cells):
family / after synthesis / after routing / synth area share
simple gates: 2911 / 2911 / 0.2396
compound gates: 1971 / 1971 / 0.2493
flops: 1088 / 1088 / 0.4495
buf+inv: 643 / 619 / 0.05212
mux: 44 / 44 / 0.009507
other cells: 0 / 37 / 0
final cells by class:
class | instances | area share
multi-input combinational | 4926 | 0.4379
clock buffer | 196 | 0.06698
sequential | 1088 | 0.3839
timing repair buffer | 376 | 0.05296
antenna | 37 | 0.001585
tap | 2189 | 0.04690
inverter | 3 | 0.0002785
clock inverter | 44 | 0.009406
power by group through the flow:
stage / Clock (mW) / Sequential (mW) / Combinational (mW)
4_1_cts: 5.42 / 4.81 / 0.670
6_report: 5.43 / 4.82 / 0.719
5_1_grt: 5.60 / 4.82 / 0.707
Power and IR drop assume default switching activity.
